### config.mk
export PLATFORM = sky130hd
export DESIGN_NAME = ALU
export DESIGN_NICKNAME = ALU
export VERILOG_FILES = /design/flow/design.v
export SDC_FILE = /design/flow/constraint.sdc
export NUM_CORES = 4
export LEC_CHECK = 1
export CORE_UTILIZATION = 30
### constraint.sdc
current_design ALU

set clk_period 22.1
set clk_io_pct 0.2

create_clock -name clk0 -period $clk_period

set non_clock_inputs [all_inputs -no_clocks]
set_input_delay [expr $clk_period * $clk_io_pct] -clock clk0 $non_clock_inputs
set_output_delay [expr $clk_period * $clk_io_pct] -clock clk0 [all_outputs]
### design.v
module ALU(
    input wire [31:0] operand_A,
    input wire [31:0] operand_B,
    input wire [3:0] operation,
    output reg [31:0] result
);
always@(*) 
    begin
        case (operation)
            4'b0000: result = operand_A & operand_B;        
            4'b0001: result = operand_A | operand_B;        
            4'b0010: result = operand_A + operand_B;        
            4'b0110: result = operand_A - operand_B;        
            4'b0111: result = (operand_A < operand_B) ? 32'd1 : 32'd0; 
            4'b1100: result = ~(operand_A | operand_B);     
            default: result = 32'd0;                       
        endcase
    end
endmodule
### run.sh
#!/bin/bash
# OpenROAD 26Q1-2900-gdf79404cd8, Yosys 0.63+post, stock flow scripts
make -C /OpenROAD-flow-scripts/flow DESIGN_CONFIG=/design/flow/config.mk WORK_HOME=/design/flow/orfs finish
==> impl_metrics.py <==
# Generated from Yosys and OpenROAD reports
metrics = {
    "logic_synthesis": {
        "yosysWarnings": 1,
        "synth_cell_type_count": 67,
        "synth_cells": 700,
        "syn_area_per_cell_um2": 6.61,
        "top_cells_by_area": "ha_1 27%, inv_1 7.2%, a21oi_1 6.7%",
        "yosys_cells": 700,
        "yosys.stat.seqShare": 0,
        "top_area_cell": "ha_1",
        "yosysTopAreaCellShare": 0.273,
        "ys_chip_area_um2": 4630,
        "syn_area_um2": 4630,
    },
    "cts": {
        "cts.hold.buffers_added": 0,
        "post_cts_resized": 0,
        "postCtsSetupBuffers": 0,
    },
    "global_routing": {
        "grt_pass1_wl_mm": 23.4,
        "first_global_vias": 4743,
        "grt_max_degree": 59,
        "antenna_found_initial": 0,
        "grt_use_total": 0.177,
        "grt.overflow.total": 0,
    },
    "setup_path": {
        "worstPathRequired_ps": 17680,
        "worstSetupStartpointType": "input pin",
        "crit_fanout": 4,
        "crit_arrival_ps": 8110,
        "cp-end-kind": "output port",
        "worstSetupPathType": "input pin to output port",
    },
    "pwr": {
        "powerDensity_nw_per_um2": 22.5,
        "p_leak_nw": 2.60,
        "peakVddDrop_v": 0.0000120,
    },
    "hold_path": {
        "worstHoldPathCells": 5,
        "min_to": "result[0]",
        "hold_path.class": "input pin to output port",
        "hp-start": "operation[2]",
    },
    "drt": {
        "wl_per_cell_um": 14.6,
        "routed_via_density": 5.25,
        "dr.pass1.iters": 5,
        "n_antenna_cell": 0,
        "drt_wl_total_mm": 13.9,
        "drc": 0,
        "vias": 5022,
        "drtAntennaViolNets": 0,
        "drt-initial-drc-count": 236,
    },
    "cells_and_area": {
        "final_cells": 956,
        "syn_to_final_growth_pct": 24.5,
        "design_area_um2": 5760,
        "clock_buffers": 0,
        "flop_area_um2": 0,
        "seq_cells": 0,
        "nFillCells": 1610,
        "drive_gt1_frac": 0.0378,
        "comb_area_um2": 4140,
    },
    "floorplan": {
        "fp-utilization": 0.306,
        "fp.dieH_um": 126,
        "dieArea_um2": 15900,
        "rows": 45,
        "die-width_um": 126,
        "core_area_um2": 15100,
        "io_pins": 100,
    },
    "timing": {
        "rsz0062_at_grt": "false",
        "tns_ps": 0,
        "tightestPinTransition_ps": 920,
        "setup_viol": 0,
        "drv_slew": 0,
        "layout_setup_ws_ps": 9570,
        "relSlewSlack": 0.381,
        "hold_slack_ps": 9860,
        "hold_viol": 0,
        "fmaxAchievable_mhz": 79.8,
        "min_period_ps": 12530,
        "period_used_share": 0.567,
    },
    "job": {
        "warnings": 101,
        "maxCapViolCount": 0,
    },
    "run_status": {
        "status": "finished clean",
    },
    "place": {
        "placed_cell_area_um2": 5760,
        "hpwl_mm": 11.4,
        "routabilityCongestion": 0.914,
        "pre_cts_ws_ps": 9590,
        "placedCellCount": 956,
        "portBuffers": 100,
    },
}
## worst max-delay path, stage by stage
cell	delay (ps)
clkdlybuf4s50_1	500
ha_1	230
inv_1	70
fa_1	390
nand2b_1	180
a21oi_1	230
nor4_1	110
o21ai_1	210
a31oi_1	180
o31ai_1	470
a211o_1	190
nand3_1	90
xor2_1	160
o21ai_1	180
clkdlybuf4s50_1	500
## worst max path at each step
stage	startpoint	cells after the start	slack, ps	endpoint
4_1_cts	operand_B[0]	15	9560	result[30]
6_report	operand_B[0]	15	9570	result[30]
5_1_grt	operand_B[0]	15	9230	result[30]
## synthesized netlist by cell type, types with 9 or more instances
cell        n
a21oi_1    62
a221oi_1   28
buf_2       9
clkbuf_1   26
ha_1      101
inv_1      89
nand2_1    37
nand2b_1   11
nand3_1    11
nand4_1     9
nor2_1     80
nor3_1     12
o21ai_0    52
o21ai_1    17
xnor2_1    27
## stage by stage
stage | util | power [mW]
global route | 0.381 | 0.145
CTS | 0.381 | 0.130
finish | 0.381 | 0.130
detailed placement | 0.381 | 0.129
global placement | 0.381 | 0.129
floorplan | - | 0.0834
## cells in the final DEF, fill, tap and decap left out, drive strengths merged, types with 4 or more instances in the layout
master,n
ha,101
clkdlybuf4s50,99
inv,93
nor2,80
o21ai,71
a21oi,62
nand2,37
a221oi,28
xnor2,27
nor3,12
nand2b,11
nand3,11
nand4,9
o31ai,8
o211ai,7
nor4,7
buf,7
or3,6
a21o,6
o21bai,6
and2,5
a211oi,5
xor2,4
nor2b,4
or4,4
o22ai,4
a31oi,4
a311oi,4
## final cells by class
type                       instances  share of cell area
inverter                          93              0.0606
timing repair buffer             106               0.181
tap                              188              0.0408
multi-input combinational        569               0.718
## metal layers
layer / part of all wire / GRT usage / vias to the layer above
li1: - / - / 2621
met1: 0.49 / 0.259 / 2267
met2: 0.45 / 0.295 / 124
met3: 0.049 / 0.0126 / 10
met4: 0.0089 / 0.0163 / 0
met5: 0 / 0 / -
## logic make-up after synthesis
logic type	share of synthesized area
AND-OR/OR-AND	0.349
XOR/XNOR	0.0586
adder cells (fa/ha/maj)	0.282
buffers and inverters	0.109
multiplexers	0.00649
AND/OR/NAND/NOR	0.196
## where the power goes
part / total (mW) / leakage, nW / switching (mW) / internal, mW
Clock: 0 / 0 / 0 / 0
Combinational: 0.130 / 2.60 / 0.0703 / 0.0594
Sequential: 0 / 0 / 0 / 0
Power figures rest on the tool's default switching activity, not on a simulated workload.
