**/design/flow/config.mk**
```make
export PLATFORM = sky130hd
export DESIGN_NAME = RegisterFile
export DESIGN_NICKNAME = RegisterFile
export VERILOG_FILES = /design/flow/design.v
export SDC_FILE = /design/flow/constraint.sdc
export NUM_CORES = 4
export LEC_CHECK = 1
export CORE_UTILIZATION = 40
```
**/design/flow/constraint.sdc**
```tcl
current_design RegisterFile

set clk_period 9.8
set clk_io_pct 0.2

create_clock -name clk0 -period $clk_period

set non_clock_inputs [all_inputs -no_clocks]
set_input_delay [expr $clk_period * $clk_io_pct] -clock clk0 $non_clock_inputs
set_output_delay [expr $clk_period * $clk_io_pct] -clock clk0 [all_outputs]
```
**/design/flow/design.v**
```verilog
module RegisterFile(
    input  wire[4:0] read_addr1,
    input  wire[4:0] read_addr2,
    input  wire[4:0] write_addr,
    input  wire write_enable,
    input  wire[31:0] data_in,
    output reg [31:0] data_out1,
    output reg [31:0] data_out2
);
reg [31:0] registers[0:31];
always@(*)
    begin
    data_out1 = registers[read_addr1];
    data_out2 = registers[read_addr2];
    if(write_enable) 
    begin
        registers[write_addr] = data_in;
    end
end
endmodule
```
**/design/flow/run.sh**
```bash
#!/bin/bash
# OpenROAD 26Q1-2900-gdf79404cd8, Yosys 0.63+post, stock flow scripts
make -C /OpenROAD-flow-scripts/flow DESIGN_CONFIG=/design/flow/config.mk WORK_HOME=/design/flow/orfs finish
```
==> git commit body <==
Refresh implementation metrics

- Run status: complete, no violations
- Pin slew with the least headroom to its limit: 1280 ps
* Maximum Capacitance Violations: 0
- Kind of launch point of the worst setup path: primary input
- Detailed-placement wirelength estimate: 134000 um
- Internal power comes to 570 uW.
* Die area: 0.0754 mm^2
- The first detailed-routing pass took 26 iterations.
* Clock period minus final worst setup slack: 8060 ps
- The final max-slew violation count recorded for this run is 0.
- Die Span X: 275 um
* Endpoint type of the worst setup path: output pin
- The register with the most flip-flops in the layout has 1024 of them.
- In the hold timing report, the worst path depth is 4.
- Recorded from the global router log, the overflow total was 0.
- The timer found 1024 register pins that no clock reaches; their paths are not timed.
* Setup violation total in the final timing report: 0
- Height of the chip: 275 um
- Once detail routing completed, the nets flagged for antenna violations numbered 0.
- For this design, Yosys synthesis ends with a cell count of 3178.
* Data required time of the critical path: 7840 ps
- OpenROAD emitted warnings numbering 32.
- At the placement stage, the worst setup path has a slack of 2110 ps.
- Worst min-delay path class: primary input to output pin
* Fp util: 0.406
- Global-route wire length before repair: 286000 um
- Cell variety after synth: 77
- Max Fclk: 124 MHz
- The routed layout reports a DRC error count of 0.
- Via-to-Cell Ratio: 8.11
* Top fanout value on the critical path: 27
* Total of buffers placed on input and output ports: 112
- Number of register bits inferred by synthesis: 1024
- Post-synth the commonest register cell is dlxtn_1.
* Routed Wire Length: 218000 um
- Fraction of layout instances using a drive strength above 1: 0.111
- Post-synthesis, Yosys gives the total cell area as 0.0297 mm^2.
- At the worst endpoint, the arrival time is 6100 ps.
- Setup repair after global routing left no endpoint under its margin.
* Final Wtd Congestion: 1.13
- In this run, placement finished with an instance count of 4227.
* Site Rows: 99
- Top Ports: 112
- Post-synth EDFFs: 0
- Number of antenna violations at the first check in global routing: 39
* Post-Synthesis Cells: 3178
- Path type of the worst setup path: primary input to output pin
- Count of yosys warnings during synthesis: 2
- STA lists the startpoint of the worst hold path as read_addr2[4].
- After synthesis, the mean cell area works out to 9.36 um^2.
* Worst supply voltage drop on vdd: 0.0000264 V
- The floorplan step defined a core boundary enclosing 0.0732 mm^2.
- Per the repair_timing log after CTS, setup buffers inserted total 0.
- Per the OpenROAD power report, leakage power amounts to 0.0138 uW.
- Total Routing Usage GR: 0.593
* Setup TNS after final layout: 0 ps
- Total net switching power: 673 uW
- Non-filler instance count after layout: 4276
- Number of hold-repair buffers added at the cts stage: 0
- First DRT Iteration DRCs: 5057
* Hold-critical path endpoint: data_out2[5]
* Routed wire length per instance: 50.9 um
- Switching part of the total power: 0.541
- Entering global routing, the biggest net connects 33 pins.
- Compared with the post-synthesis result, the final layout area differs by 10.1%.
- In this run the cell area of the synthesized design comes to 0.0297 mm^2.
- Final Cycle Share: 0.822
- The number of gates resized after CTS was 0.
- Number of unconstrained endpoints: 1024
- Layout Utilization: 0.447
- Summing over every cut layer, the via total after detailed routing is 34700.
- Final Hold Vio Count: 0
* Power density over cell area: 38.0 mW/mm^2
* Worst setup slack after layout: 1740 ps
- Via count of the first global-routing pass: 32700
* Worst slew margin relative to its limit: 0.143
- Share of flip-flops with an asynchronous set or reset after synthesis: 0
==> cell type report <==
type | instances | area [um^2]
Timing Repair Buffer | 317 | 2660
Tap cell | 959 | 1200
Multi-Input combinational cell | 1919 | 13400
Sequential cell | 1024 | 15400
Fill cell | 6967 | 40500
Inverter | 8 | 30.0
Antenna cell | 49 | 123
==> per-layer routing <==
layer / global-route usage / vias to the layer above / part of all wire
met5: 0.0107 / - / 0.0013
met4: 0.423 / 38 / 0.098
met3: 0.438 / 1495 / 0.19
met2: 0.749 / 4162 / 0.38
met1: 0.686 / 16500 / 0.33
li1: - / 12500 / -
==> cells in the final DEF, fill, tap and decap left out, drive strengths merged, types with 5 or more instances in the layout <==
cell,instances
a222oi,25
and2,11
mux2,24
a22o,56
a2bb2oi,6
o22ai,10
a22oi,685
and3,9
a211oi,12
a21oi,81
dlxtn,1024
a221oi,37
o32ai,8
o21ai,41
or3b,7
nor2,188
diode,49
and4,15
a32oi,12
clkdlybuf4s50,102
nand3b,10
nand2b,15
buf,215
nor3,58
o22a,12
a31oi,28
nor4,32
nand4,112
inv,8
nand3,38
mux2i,79
o211ai,5
nor2b,24
o31ai,5
o32a,12
a2111oi,20
nand2,200
or3,6
==> worst max-delay path by stage <==
| stage | startpoint | to | slack (ps) | cells after the start |
|---|---|---|---|---|
| after CTS | read_addr1[2] | data_out1[21] | 2100 | 11 |
| after global routing | read_addr2[1] | data_out2[31] | 1960 | 10 |
| final | read_addr1[2] | data_out1[16] | 1740 | 10 |
==> synthesized netlist by cell type (4+ instances only) <==
master | instances | area, um^2
dlxtn_1 | 1024 | 15400
nand3b_1 | 5 | 37.5
and2_1 | 10 | 62.6
buf_6 | 12 | 135
o2111ai_1 | 4 | 35.0
mux2i_1 | 79 | 791
a2111oi_0 | 19 | 166
nand3_1 | 36 | 180
o32a_1 | 12 | 120
nor2_1 | 141 | 529
nor2b_1 | 24 | 150
a22oi_1 | 683 | 5130
buf_4 | 43 | 323
and4_1 | 15 | 131
o31ai_1 | 5 | 37.5
o22ai_1 | 10 | 62.6
a211oi_1 | 12 | 90.1
nand2_1 | 199 | 747
a31oi_1 | 28 | 175
o211ai_1 | 5 | 37.5
or3b_1 | 7 | 61.3
nand3b_2 | 4 | 45.0
nor2_2 | 31 | 194
o2bb2ai_1 | 4 | 35.0
a32oi_1 | 12 | 105
clkbuf_1 | 34 | 128
a22o_1 | 56 | 490
a21oi_1 | 81 | 405
nand2b_1 | 14 | 87.6
inv_1 | 7 | 26.3
o21ai_0 | 41 | 205
and3_1 | 9 | 56.3
a2bb2oi_1 | 6 | 52.6
or3_1 | 6 | 37.5
o22a_1 | 12 | 105
mux2_2 | 23 | 259
nor2_4 | 16 | 180
buf_2 | 137 | 686
nand4_1 | 112 | 701
o32ai_1 | 8 | 70.1
a221oi_1 | 36 | 315
nor4_1 | 32 | 200
a222oi_1 | 25 | 250
nor3_1 | 54 | 270
==> critical path, cell delays in order <==
cell	delay, ps
buf_2	450
buf_4	480
nand3b_2	400
nor2_4	990
buf_4	470
a22oi_1	150
nand2_1	100
a2111oi_0	80
a21oi_1	400
clkdlybuf4s50_1	560
==> cells by family (layout without fill, tap and decap cells) <==
family | after synthesis | after routing | share of synthesized area
compound gates | 1080 | 1080 | 0.273
latches | 1024 | 1024 | 0.518
simple gates | 735 | 735 | 0.130
buf+inv | 235 | 325 | 0.0439
mux | 104 | 104 | 0.0366
other cells | 0 | 49 | 0
==> per-stage QoR <==
step	hold slack (ps)	total power, uW	cell area [um^2]
2_1_floorplan	4270	691	29700
3_3_place_gp	5030	1180	32600
3_5_place_dp	5000	1170	32600
4_1_cts	5000	1180	32600
5_1_grt	5030	1260	32600
6_report	5040	1240	32700
No activity file was given, so power comes from the tool's default toggle rates.
