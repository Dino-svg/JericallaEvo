==> design.v <==
module Buffer(
    input  wire[31:0] input_A,
    input  wire[31:0] input_B,
    input  wire[31:0] input_C,
    input  wire clock,
    output reg [31:0] output_A,
    output reg [31:0] output_B,
    output reg [31:0] output_C
);
always@(posedge clock)
    begin
    output_A = input_A;
    output_B = input_B;
    output_C = input_C;
end
endmodule
==> run.sh <==
#!/bin/bash
# OpenROAD 26Q1-2900-gdf79404cd8, Yosys 0.63+post, stock flow scripts
make -C /OpenROAD-flow-scripts/flow DESIGN_CONFIG=/design/flow/config.mk WORK_HOME=/design/flow/orfs finish
==> config.mk <==
export PLATFORM = sky130hd
export DESIGN_NAME = Buffer
export DESIGN_NICKNAME = Buffer
export VERILOG_FILES = /design/flow/design.v
export SDC_FILE = /design/flow/constraint.sdc
export NUM_CORES = 4
export LEC_CHECK = 1
export CORE_AREA = 10 10 118 118
export DIE_AREA = 0 0 128 128
==> constraint.sdc <==
current_design Buffer

set clk_period 1.0
set clk_io_pct 0.2

create_clock -name clk0 -period $clk_period [get_ports {clock}]

set non_clock_inputs [all_inputs -no_clocks]
set_input_delay [expr $clk_period * $clk_io_pct] -clock clk0 $non_clock_inputs
set_output_delay [expr $clk_period * $clk_io_pct] -clock clk0 [all_outputs]
==> results.cfg <==
; synthesis and place-and-route metrics
[run_status]
status = finished clean

[power]
leakagePower_nw = 1.76
p_int_w = 0.00725
pwr-share-clk_pct = 47.1
p_sw_share_pct = 17.1
power.switching_w = 0.00150
combPwrFrac_pct = 6.2
power_frac_seq_pct = 46.6
peakVddDrop_v = 0.00138
power_density_nw_per_um2 = 2210
power.total_w = 0.00874

[synthesis]
yosysMostFrequentCell = dfxtp_1
synth_area_leader_cell = dfxtp_1
netlist_area_um2 = 1920
yosysWarningCount = 1
synth_top_flop_cell = dfxtp_1
edf_count = 0
yosys-top-cells-area = dfxtp_1 (100%)
common_cells = dfxtp_1 (96)
postSynthSeqShare_pct = 100
synth_chip_area_um2 = 1920
numSynthFlops = 96
netlist_instances = 96
ys_cells = 96
synthArstFlopShare_pct = 0
top_cell_area_share_pct = 100
synth_cell_types = 1
syn_area_per_cell_um2 = 20.0

[clock_tree]
cts_buffer_depth = 2
cts_tree = done
clock-root-buffer = clkbuf_16
clock_sinks = 96
cts-buffers-inserted = 9
htree_num_levels = 3
cts_setup_buffers = 0
clkTransAtPathRegs_ns = 0.06

[setup_path]
path_class = flop to output port
crit_family = flip-flops
cpMaxStageDelayCell = dfxtp_2
crit_fanout = 1
required_ns = 0.80
cpPeakStageDelay_ns = 0.32
end_kind = output port
crit_chain = buf_2
cp.buffers_inverters = 1
crit_arrival_ns = 0.77
crit_path_start_kind = flop

[sta]
tightest_slew_ns = 0.111
slew-limit-headroom_pct = 92.6
drv_slew = 0
fmax_mhz = 1040
post-route-period-util_pct = 96.6
layout_min_cycle_time_ns = 0.966
timing.final.ws_setup_ns = 0.0339
setup_viol = 0
rsz0062_at_grt = true
hold_viol_final = 0

[drt]
via_per_inst = 3.26
drc_errors = 0
ant_nets = 0
wire_per_inst_um = 14.5
first_pass_iters = 4
drtIter0Drc = 8
routed_wirelength_um = 6470
n_antenna_cell = 0
vias = 1459

[floorplan]
num_rows = 39
die_y_um = 128
dieArea_um2 = 16400
ioPinCount = 193
initCoreUtil_pct = 16.8
core_region_area_um2 = 11400
die_w_um = 128

[place]
gp_congestion = 0.740
hpwlAfterDp_um = 5360
preCtsSetupSlack_ns = -0.0436
io_buffers = 192

[grt]
grt_pass1_wl_um = 9340
grt_max_degree = 16
grt.busiest_layer = met2
grt_use_met2_pct = 11.8
first_global_vias = 1613
use_met3_pct = 6.29
antenna_found_initial = 2
grt-ovfl-total = 0
track_usage_pct = 7.51
use_met1_pct = 7.62

[finish]
drive_gt1_share_pct = 40.8
comb_area_um2 = 0
comb_cells = 0
final_util_pct = 34.7
syn_to_final_growth_pct = 106

[min_path]
hold_path_class = input pin to flop

[flow_run]
maxCapViolations = 0
warnings = 27
==> layer usage <==
| layer | vias up | part of all wire [%] |
|---|---|---|
| li1 | 700 | - |
| met1 | 638 | 35 |
| met2 | 105 | 46 |
| met3 | 12 | 17 |
| met4 | 4 | 1.8 |
| met5 | - | 0.49 |
==> flip-flops by register name (all words and copies together) (netlist names) <==
| name | flops |
|---|---|
| output_A | 32 |
| output_B | 32 |
| output_C | 32 |
==> kinds of logic after synthesis <==
kind of cell,share of synthesized area (%)
flops,100
==> cell type report <==
class,instances,area [µm²]
clock buffers,10,239
clock inverters,6,130
fillers,1165,7450
flip-flops and latches,96,1940
well taps,143,179
repair buffers,192,1480
==> path summary, 6_finish.rpt <==
path	start	endpoint	slack (ns)	cells past startpoint
min	input_A[15]	output_A[15]$_DFF_P_	0.29	1
max	output_C[25]$_DFF_P_	output_C[25]	0.03	1
==> placed cells by master (no fill, tap or decap) <==
cell type	netlist	routed
dfxtp_1	96	84
clkbuf_16	0	9
buf_6	0	6
dfxtp_2	0	12
bufinv_16	0	4
buf_2	0	90
clkdlybuf4s50_1	0	96
clkbuf_8	0	1
clkinv_2	0	2
==> repair_timing <==
action	in CTS	in global routing
cloned	0	0
pin swaps	0	0
hold buffers	0	0
gates resized	308	10
setup endpoints to repair	96	15
==> metrics by stage <==
stage	hold WS [ns]	instance area, µm²	setup TNS, ns	std cells
6_report	0.292	3960	0	447
2_1_floorplan	0.228	1920	0	96
5_1_grt	0.267	3960	-0.0725	447
3_5_place_dp	0.652	4020	-0.0932	431
4_1_cts	0.265	3930	-0.00125	447
3_3_place_gp	0.650	4020	-0.0954	431
==> power by group through the flow <==
stage / Combinational, W / Clock, W / Sequential (W)
6_report: 0.000544 / 0.00412 / 0.00408
4_1_cts: 0.000556 / 0.00431 / 0.00408
5_1_grt: 0.000600 / 0.00445 / 0.00409
Power figures rest on the tool's default switching activity, not on a simulated workload.
